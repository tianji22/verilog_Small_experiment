`/design/flow/run.sh`:
```
#!/bin/bash
# OpenROAD 26Q1-2900-gdf79404cd8, Yosys 0.63+post, stock flow scripts
make -C /OpenROAD-flow-scripts/flow DESIGN_CONFIG=/design/flow/config.mk WORK_HOME=/design/flow/orfs finish
```
`/design/flow/config.mk`:
```
export PLATFORM = sky130hd
export DESIGN_NAME = fdiv_9_5
export DESIGN_NICKNAME = fdiv_9_5
export VERILOG_FILES = /design/flow/design.v
export SDC_FILE = /design/flow/constraint.sdc
export NUM_CORES = 4
export LEC_CHECK = 1
export CORE_AREA = 10 10 70 70
export DIE_AREA = 0 0 80 80
```
`/design/flow/constraint.sdc`:
```
current_design fdiv_9_5

set clk_period 1.4
set clk_io_pct 0.2

create_clock -name clk0 -period $clk_period [get_ports {clk}]

set non_clock_inputs [all_inputs -no_clocks]
set_input_delay [expr $clk_period * $clk_io_pct] -clock clk0 $non_clock_inputs
set_output_delay [expr $clk_period * $clk_io_pct] -clock clk0 [all_outputs]
```
`/design/flow/design.v`:
```
module fdiv_9_5 (
    input clk,
    input clr,
    output reg clk_div
);
    reg [4:0] cnt0;
    always@(posedge clk or posedge clr)begin
        if(clr)
            cnt0 <= 0;
        else
            begin
                if(cnt0 < 8)
                    cnt0 <= cnt0 + 1'b1;
                else
                    cnt0 <= 0;
            end  
    end
    always@(*)
        begin
            if(clr)
                clk_div = 0;
            else
                case (cnt0)
                    5'b00000:clk_div = clk;
                    5'b00010,5'b00100,5'b00110,5'b01000 : clk_div = 1'b0;
                    5'b00001,5'b00011,5'b00101,5'b00111 : clk_div = 1'b1;
                    default: clk_div = 0;
                endcase
        end
endmodule
```
==> out/results.ini <==
[power]
pwr-share-seq_pct=26.5
pwr-share-comb_pct=14.0
switching_share_pct=27.6
ir_worst_vdd_mv=0.241
switching_power_uw=166
internal-power_uw=436
power_density_mw_per_mm2=1200
clockPowerShare_pct=59.5
leakage_nw=0.214

[job]
openroad.warnings=32
maxCapViolCount=0

[global_route]
grt_overflow=0
grt_pass1_vias=286
antenna_found_initial=0
track_usage_pct=2.49
grt_max_degree=6
grt_pass1_wl_um=1200

[placement]
place_ws_ns=-0.411
dpl_cell_area_um2=383
io_buffers=2
gp_congestion=0.813

[floorplan]
die_h_um=80
core_region_area_mm2=0.00342
dieArea_mm2=0.00640
num_rows=21
die-width_um=80
initCoreUtil_pct=7.40
ios=3

[clocking]
clkTransAtPathRegs_ns=0.05
ctsHoldBuffers=0
clk_latency_ns=0.35
cts_tree=yes

[yosys]
synth.avg_cell_area_um2=12.0
yosysWarnings=1
compound_area_share_pct=5.94
ys_sh_adder_pct=14.9
synth_seq_share_pct=49.5
synth.comb.largest_family=simple AND/OR/NAND/NOR gates
synth_area_um2=253
syn_inst=21
yosys_cells=21
simple_gate_share_pct=20.3
synth_flop_count=5
ys_area_um2=253
yosysUniqueCellTypes=11
xor_area_share_pct=3.47
synth.mux.area_fraction_pct=0

[setup_path]
arrival_ns=1.53
start_kind=register
end_kind=output port
crit_path_max_incr_delay_ns=0.38
required_ns=1.12
crit_fanout=2
crit_slowest_cell=dfrtp_1
crit_chain=inv_2, buf_4, ha_4, nor2_2, a2111oi_4, buf_2
critPathKind=register to output port

[timing]
hold_viol=0
drv_slew=0
finClkSkew_ns=0.00630
period_used_pct=129
setup_ws_ns=-0.405
hold-worst-slack_ns=0.226
rsz0062_at_grt=yes
period_minus_slack_ns=1.81
fmax_mhz=554
finalSetupViolCount=3

[detailed_routing]
dr.pass1.iters=2
avgRoutedWirePerCell_um=7.52
insertedDiodeCount=0
drc=0
totalWireLength_um=639
vias=219
drt_iter0_drc=11
routed_via_density=2.58
ant_nets=0

[finish]
seqCellArea_um2=125
final_layout_size_suffix_gt1_share_pct=59.0
largest_reg_flops=5
n_fill_cell=383
regMostFlops=cnt0
reg_top3=cnt0: 5 flops
final_area_um2=502
mi_logic_area_um2=169
area_delta_synth_final_pct=98.5

[outcome]
status=complete, but fails checks
violations=negative setup slack

[min_path]
holdCritPathClass=primary input to asynchronous set/reset pin

## synthesized netlist by cell type (all sizes together)
cell	number	area (µm²)
a2111oi	1	15.0
conb	1	3.75
nor3b	1	7.51
dfrtp	5	125
nand3b	1	20.0
nand3	1	5.00
nor3	3	15.0
inv	3	11.3
xnor2	1	8.76
ha	3	37.5
nor2	1	3.75
## area by class of cell
cell class / count / area share, %
sequential: 5 / 24.9
multi-input combinational: 13 / 33.7
clock buffer: 8 / 10.7
inverter: 3 / 2.24
timing repair buffer: 10 / 17.0
tap: 46 / 11.5
## power by group through the flow
stage     Clock, mW  Combinational [mW]  Sequential (mW)
6_report      0.359              0.0841            0.160
4_1_cts       0.367              0.0832            0.160
5_1_grt       0.392              0.0952            0.161
## cells by family (layout without fill, tap and decap cells)
| group | after synthesis | count (layout) |
|---|---|---|
| adders and majority gates | 3 | 3 |
| buffers and inverters | 3 | 21 |
| other | 1 | 1 |
| and+or+nand+nor | 7 | 7 |
| DFF | 5 | 5 |
| xor gates and xnor gates | 1 | 1 |
| AOI/OAI and AO/OA | 1 | 1 |
## worst max-delay path, delay by kind of cell, from the launching register on
kind                     cells  cell delay, ns
AND-OR/OR-AND                1            0.32
adder cells (fa/ha/maj)      1            0.11
buffers and inverters        3            0.32
AND/OR/NAND/NOR              1            0.04
flip-flops                   1            0.38
## worst paths after layout
check / start / end / slack [ns] / depth (start not counted)
worst max register to register: cnt0[1] / cnt0[2] / 0.22 / 5
worst min register to register: cnt0[3] / cnt0[1] / 0.62 / 2
worst min-delay path: clr / cnt0[4] / 0.23 / 2
max in group asynchronous: clr / cnt0[1] / 0.99 / 2
worst max-delay path: cnt0[1] / clk_div / -0.41 / 6
min in group clk0: cnt0[3] / cnt0[1] / 0.62 / 2
## layer usage
metal	vias up	share of wire [%]	global-route usage, %
met5	-	0	0
met2	12	36	2.65
met1	100	46	2.55
met4	0	1.1	1.23
met3	2	17	3.30
li1	105	-	-
## repair_timing
item | in CTS | in global routing
endpoints found under the setup margin | 3 | 3
cloned | 0 | 0
pin swaps | 2 | 1
buffers inserted | 2 | 0
gates resized | 14 | 0
endpoints found under the hold margin | 0 | 0
## cells in the final DEF, fill, tap and decap left out
cell / instances
a2111oi_4: 1
buf_2: 1
buf_4: 7
buf_6: 2
clkbuf_1: 1
clkbuf_4: 6
clkdlybuf4s50_1: 1
conb_1: 1
dfrtp_1: 5
ha_4: 3
inv_1: 2
inv_2: 1
nand3_1: 1
nand3b_4: 1
nor2_2: 1
nor3_1: 3
nor3b_1: 1
xnor2_1: 1
## metrics by stage
stage | instances | TNS [ns] | total power, mW | utilization, %
6_report | 85 | -0.405 | 0.603 | 14.7
5_1_grt | 85 | -0.514 | 0.648 | 14.7
4_1_cts | 85 | -0.413 | 0.610 | 14.7
3_5_place_dp | 76 | -0.411 | 0.255 | 11.2
3_3_place_gp | 76 | -0.414 | 0.254 | 11.2
2_1_floorplan | 21 | 0 | 0.219 | -
Power and IR drop assume default switching activity.
